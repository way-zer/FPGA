==> /design/flow/design.v <==
module GameMatrixDisplay (
    input clk,en,
    input [3:0] pos,
    input [1:0] color,
    input showBoom, 
    output reg finishBoom, 
    output reg [127:0] matrixData
);
    reg boomState; 
    wire clk2Hz; 
    DivideClk#(.M(500_000)) u_DivideClk(clk,showBoom,clk2Hz); 
    always @(negedge showBoom or posedge clk2Hz) begin
        if(!showBoom)begin
            boomState <=1'd0;
            finishBoom <= 1'b0;
        end else begin 
            if(boomState) finishBoom <= 1'b1;
            else boomState <= 1'd1;
        end
    end
    wire [1:0] row,col;
    assign row = pos[3:2];
    assign col = pos[1:0];
    wire [6:0] base = {row,1'h0,col,2'h0};
    always @(*) begin
        matrixData = 128'h0; 
        if(en) begin
            if (~boomState) begin 
                matrixData[base+0]=color[1];
                matrixData[base+1]=color[0];
                matrixData[base+2]=color[1];
                matrixData[base+3]=color[0];
                matrixData[base+16]=color[1];
                matrixData[base+16+1]=color[0];
                matrixData[base+16+2]=color[1];
                matrixData[base+16+3]=color[0];
            end
            if(showBoom)begin 
                if(|row)begin 
                    matrixData[base-16+0]=color[1];
                    matrixData[base-16+1]=color[0];
                    matrixData[base-16+2]=color[1];
                    matrixData[base-16+3]=color[0];
                end
                if(|col)begin 
                    matrixData[base-2]=color[1];
                    matrixData[base-1]=color[0];
                    matrixData[base+16-2]=color[1];
                    matrixData[base+16-1]=color[0];
                end
                if (~&col) begin 
                    matrixData[base+4]=color[1];
                    matrixData[base+5]=color[0];
                    matrixData[base+16+4]=color[1];
                    matrixData[base+16+5]=color[0];
                end
                if (~&row) begin 
                    matrixData[base+32+0]=color[1];
                    matrixData[base+32+1]=color[0];
                    matrixData[base+32+2]=color[1];
                    matrixData[base+32+3]=color[0];
                end
            end
        end
    end
endmodule
module DivideClk(
	input clkI,
	input enable, 
	output reg clkO
);
	parameter M = 12_000_000;
	parameter N = 6_000_000;
	localparam WIDTH = $clog2(M+1);
	reg [WIDTH-1:0] r=1; 
	always @ (posedge clkI or negedge enable) begin
		if(!enable) begin 
			clkO <= 0;
			r <= 1;
		end else begin
			clkO <= r>=N || r==M;
			if(r==M)
				r<=1;
			else 
				r<=r+1;
		end
	end
endmodule
==> /design/flow/run.sh <==
#!/bin/bash
# OpenROAD 26Q1-2900-gdf79404cd8, Yosys 0.63+post, stock flow scripts
make -C /OpenROAD-flow-scripts/flow DESIGN_CONFIG=/design/flow/config.mk WORK_HOME=/design/flow/orfs finish
==> /design/flow/config.mk <==
export PLATFORM = sky130hd
export DESIGN_NAME = GameMatrixDisplay
export DESIGN_NICKNAME = GameMatrixDisplay
export VERILOG_FILES = /design/flow/design.v
export SDC_FILE = /design/flow/constraint.sdc
export NUM_CORES = 4
export LEC_CHECK = 1
export CORE_UTILIZATION = 50
==> /design/flow/constraint.sdc <==
current_design GameMatrixDisplay

set clk_period 3.2
set clk_io_pct 0.2

create_clock -name clk0 -period $clk_period [get_ports {clk}]

set non_clock_inputs [all_inputs -no_clocks]
set_input_delay [expr $clk_period * $clk_io_pct] -clock clk0 $non_clock_inputs
set_output_delay [expr $clk_period * $clk_io_pct] -clock clk0 [all_outputs]
==> metrics.cfg <==
[clock_network]
post_cts_buffers=202
root_buffer=clkbuf_16
clockBufferDepth=2
cts_resized=831
htreeDepth=1
cts_buffers=3
postCtsHoldBufs=0

[floorplanning]
rows=46
die_y_um=131
chipWidth_um=131
ios=138
fp_util=0.519

[logic_synthesis]
edf_count=0
yosysSeqAreaShare=0.0660
yosys-stat-cells=1402
avgSynthCellArea_um2=5.96
synth_cells=1402
ys_top_cells_by_area=o21ai_0 8.6%, nor2_1 8.4%, nand2_1 8.2%, a21oi_1 6.4%, dfrtp_1 6.3%
async_flop_share=1.00
ys.flop_type=dfrtp_1
yosysWarningCount=2
ys_area_mm2=0.00836
ys_types=99
ys_ff=22
syn-cell-area_mm2=0.00836
yosysTopAreaCell=o21ai_0
synth_top_area_share=0.0856

[placed_design]
dp.cells=2097
dpl.hpwl_um=38200
portBuffers=137
gp_congestion=1.28

[outcome]
status=did not finish
stop_stage=clock tree synthesis (4_1_cts)
stop_error=[ERROR DPL-0036] Detailed placement failed.

[final_timing]
untimed_endpoints=2
unclocked_regs=2

[stage by stage]
stage / area, um^2 / hold slack [ns] / power (uW) / setup WS (ns) / utilization
3_3_place_gp: 13500 / 0.460 / 1930 / -1.60 / 0.837
2_1_floorplan: 8930 / 0.344 / 1040 / -0.537 / -
3_5_place_dp: 13500 / 0.466 / 1940 / -1.67 / 0.837
[cells in the mapped netlist, types with 10 or more instances]
library cell  instances
clkbuf_1             84
nor2b_1              26
buf_2                23
a221oi_1             15
ha_1                 28
o221ai_1             21
a211oi_1             22
inv_1                19
nand2_1             183
o21ai_0             143
dfrtp_1              21
nor2_1              187
nand2b_1             22
nand4_1              13
and3_1               16
a21oi_1             107
o211ai_1             12
xnor2_1              11
a22oi_1              16
nor3_1               51
o22ai_1              64
a31oi_1              42
nand3_1              59
buf_4                10
[logic make-up after synthesis]
| family | count (synthesis) | share of synthesized area |
|---|---|---|
| and+or+nand+nor | 632 | 0.362 |
| xor gates and xnor gates | 17 | 0.0178 |
| DFF | 22 | 0.0660 |
| AOI/OAI and AO/OA | 546 | 0.427 |
| other | 1 | 0.000448 |
| buffers and inverters | 152 | 0.0799 |
| adders and majority gates | 28 | 0.0419 |
| muxes | 4 | 0.00479 |
Power and IR drop assume default switching activity.
