`flow/design.v`:
```
module KeyBroad (
    input clk,rst_n, 
    input [3:0] KB_Row, 
    output [3:0] KB_Col, 
    output reg [15:0] key  
);
    reg [1:0] col=0; 
    always @(posedge clk) col = col+2'b01; 
    D2to4 u_D2to4(col,KB_Col);
    always @(negedge clk,negedge rst_n) begin  
        if(!rst_n) key = {16{1'b0}};
        else begin
            key[col] = ~KB_Row[3];
            key[4+col] = ~KB_Row[2];
            key[8+col] = ~KB_Row[1];
            key[12+col] = ~KB_Row[0];
        end
    end
endmodule
module D2to4 (
    input [1:0] data,
    output reg [3:0] O 
);
    always @(data) begin
        case (data)
            3'h0: O=4'b1110; 
            3'h1: O=4'b1101; 
            3'h2: O=4'b1011; 
            3'h3: O=4'b0111; 
            default: O=4'b1111;
        endcase
    end
endmodule
```
`flow/run.sh`:
```
#!/bin/bash
# OpenROAD 26Q1-2900-gdf79404cd8, Yosys 0.63+post, stock flow scripts
make -C /OpenROAD-flow-scripts/flow DESIGN_CONFIG=/design/flow/config.mk WORK_HOME=/design/flow/orfs finish
```
`flow/config.mk`:
```
export PLATFORM = sky130hd
export DESIGN_NAME = KeyBroad
export DESIGN_NICKNAME = KeyBroad
export VERILOG_FILES = /design/flow/design.v
export SDC_FILE = /design/flow/constraint.sdc
export NUM_CORES = 4
export LEC_CHECK = 1
export CORE_AREA = 10 10 92 92
export DIE_AREA = 0 0 102 102
```
`flow/constraint.sdc`:
```
current_design KeyBroad

set clk_period 1.6
set clk_io_pct 0.2

create_clock -name clk0 -period $clk_period [get_ports {clk}]

set non_clock_inputs [all_inputs -no_clocks]
set_input_delay [expr $clk_period * $clk_io_pct] -clock clk0 $non_clock_inputs
set_output_delay [expr $clk_period * $clk_io_pct] -clock clk0 [all_outputs]
```
==> CHANGELOG.md <==
### Changed

* FILL cells at slightly below 700
* Drc violations at 0
* Measured slew at the worst slew-check pin at 0.247 ns
* N_diodes at 0
* Die area at 10400 sq um
* Late-Pin Clk Latency at between 0.2 and 0.3 ns
* Dominant cell area share at between 40% and 50%
* Global-route congestion overflow total at 0
* Worst Path Arrival at 1.38 ns
* Status: finished with violations
* First-pass GRT wire length at roughly 4700 um
* Slew margin rel. at between 80% and 90%
* Final Util at 25.6%
* CP Launch Type: flip-flop
* Vias in the first global route at 915
* Pleak at 0.767 nW
* Comb gate area at ~520 sq um
* Synth-to-layout area growth at 73.9%
* Worst setup margin at -0.466 ns
* Buf/Inv on CP at 1
* Area leader, netlist: dfrtn_1
* Max Cap Viol at 0
* CP Class: flip-flop to flip-flop
* HP Class: flip-flop to flip-flop
* CTS sink cnt at 18
* # setup viols final at 35
* Clock-pin slew on the worst setup and hold paths at 0.07 ns
* Ys Warns at 2
* Endpoints failing hold at 0
* Peak supply drop at roughly 310 uV
* RSZ-0062 raised after global routing: yes
* CP max-delay cell: dfxtp_4
* DR iter-0 viols at 26
* Post-DR vias/cell at 3.73
* Required time worst endpoint at 0.91 ns
* Global placement routability congestion at 0.819
* Crit path capture type: flip-flop
* Cell count after synthesis at around 94
* Row cnt at 29
* Asr flop ratio synth at 88.9%
* Layout cells sized above 1 at a little over half
* YS chip area at 951 sq um
* CTS tree: built
* Post-Place Cell Area at 1570 sq um
* Ys cells at 94
* Failing checks: negative setup slack
* Max Root-Sink Buffers at 2
* Post-synth cell types at 26
* P per Cell Area at about 560 nW/um^2
* Die Span Y at 102 um
* Critical Path, Cell by Cell: inv_6, ha_4, nor2b_4, a221o_1
* DP Wirelength at 2130 um
* Core ar. at 6460 sq um
* Post-Syn Area at 951 sq um
* Fp_density at 14.7%
* Stage-log warning count at 35
* Register Area at 445 sq um
* Drt wl/cell at 11.9 um
* Setup Skew at 0.0162 ns
* Top FF cell, synth: dfrtn_1
* Via count at 881
* CP Max Fanout at 7
* Met1 usage at 8.32%
* Post-synthesis register bit count at 18
* Crit-path max cell delay at 0.36 ns
* Pin count of the biggest net entering global routing at 17
* Post-Route WL at 2800 um
* Number of port buffers at 25
* Hold_sp: col[0]
* Initial antenna violation count at 0
* H-tree levels at 1
* CTS buffer count at 3
* Global routing usage on met2 at under 10%
* Family with the most delay on the worst path: flip-flops
* Worst setup path start: col[0]
* Seq/Total Area, Yosys at 46.3%
* GRT busiest layer: met1
* EDFF count, synth at 0
* Clock Root Buffer: clkbuf_8
* Synth area leaders: dfrtn_1 (42%), ha_1 (11%), inv_1 (4.7%)
* GR Layer Usage met3 at 1.30%
* Post-Synthesis Mean Instance Area at 10.1 sq um
* DRT Pass-1 Iters at 4
* Total GRT Usage at 5.60%
* Post-route cell area at 1650 sq um
* Worst reg2reg startpoint: col[0]
* Final ANT Viol Nets at 0
* Io pins at 26
* Die X at 102 um
* Fin. max-slew vios at 0
through the flow:
step	total power [mW]	setup TNS [ns]	instances	hold WS (ns)	setup slack (ns)
after floorplan	0.494	-7.22	94	0.386	-0.591
after global placement	0.557	-15.88	224	0.435	-0.688
after detailed placement	0.557	-15.90	224	0.434	-0.712
after CTS	0.925	-12.15	229	0.445	-0.466
after global routing	0.958	-13.70	236	0.478	-0.533
final	0.919	-11.86	236	0.462	-0.466
worst paths after layout:
path / endpoint / slack, ns / cells past startpoint
hold / removal: col[0] / 0.46 / 1
min in group asynchronous: key[4] / 1.06 / 2
setup / recovery: key[6] / -0.47 / 4
setup reg to reg: key[6] / -0.47 / 4
max in group asynchronous: key[10] / 0.38 / 2
hold reg to reg: col[0] / 0.46 / 1
routing by layer:
layer / share of wire (%) / routed length, um
met5: 0 / 0
met3: 3.9 / 110
met4: 1.2 / 35
met1: 52 / 1450
met2: 43 / 1210
cell families after synthesis:
family,after synthesis,synth area share [%]
and+or+nand+nor,24,13.0
DFF,18,46.3
adders and majority gates,8,10.5
buffers and inverters,15,8.68
muxes,1,1.58
AOI/OAI and AO/OA,28,19.9
layout by cell type (no fill, tap or decap), types with 4 or more instances in the layout:
cell type	n
nor2_1	5
dfrtn_1	16
nand2_1	6
clkbuf_8	4
buf_2	16
clkdlybuf4s50_1	7
inv_1	6
buf_4	35
inv_2	5
o21ai_1	8
a21oi_1	5
report_power, final:
group	internal, mW	switching (mW)	leakage (nW)	total [mW]
clock network	0.219	0.156	0.0288	0.375
logic	0.0438	0.0335	0.532	0.0773
registers	0.463	0.00360	0.206	0.467
final cells by class:
cell class / count / share of cell area [%]
flip-flops and latches: 18 / 26.9
well taps: 77 / 5.82
multi-input cells: 61 / 31.6
inverters: 12 / 3.03
repair buffers: 64 / 29.3
clock buffers: 4 / 3.33
synthesized netlist by cell type, types with 2 or more instances:
cell type and count:
o22ai_1 2, dfrtn_1 16, nor2b_1 5, dfxtp_1 2, a2bb2oi_1 2, o2bb2ai_1 4
o21ai_0 3, nand2b_1 3, nor3_1 2, o21ai_1 6, ha_1 8, a21oi_1 6
nor2_1 5, inv_1 12, nand2_1 6, buf_6 2
sequential cells by signal, summed over array words and instances, names as in the netlist:
register,cells
key,16
col,2
worst register-to-register path, cell delays in order (launching register included):
cell,delay [ns]
dfxtp_4,0.36
inv_6,0.09
ha_4,0.23
nor2b_4,0.14
a221o_1,0.31
what timing repair did:
item / 4_1_cts / 5_1_grt
setup endpoints to repair: 36 / 36
hold buffers: 0 / 0
resized: 63 / 7
gates cloned: 0 / 0
setup buffers: 1 / 7
pin swaps: 2 / 1
Power is estimated from default activity; no workload was simulated.
