==> run.sh <==
#!/bin/bash
# OpenROAD 26Q1-2900-gdf79404cd8, Yosys 0.63+post, stock flow scripts
make -C /OpenROAD-flow-scripts/flow DESIGN_CONFIG=/design/flow/config.mk WORK_HOME=/design/flow/orfs finish
==> config.mk <==
export PLATFORM = sky130hd
export DESIGN_NAME = CarLED
export DESIGN_NICKNAME = CarLED
export VERILOG_FILES = /design/flow/design.v
export SDC_FILE = /design/flow/constraint.sdc
export NUM_CORES = 4
export LEC_CHECK = 1
export CORE_AREA = 10 10 87 87
export DIE_AREA = 0 0 97 97
==> constraint.sdc <==
current_design CarLED

set clk_period 3.7
set clk_io_pct 0.2

create_clock -name clk0 -period $clk_period [get_ports {clk}]

set non_clock_inputs [all_inputs -no_clocks]
set_input_delay [expr $clk_period * $clk_io_pct] -clock clk0 $non_clock_inputs
set_output_delay [expr $clk_period * $clk_io_pct] -clock clk0 [all_outputs]
==> design.v <==
module DivideClk(
	input clkI,
	input enable, 
	output reg clkO
);
	parameter M = 12_000_000;
	parameter N = 6_000_000;
	localparam WIDTH = $clog2(M+1);
	reg [WIDTH-1:0] r=1; 
	always @ (posedge clkI or negedge enable) begin
		if(!enable) begin 
			clkO <= 0;
			r <= 1;
		end else begin
			clkO <= r>=N || r==M;
			if(r==M)
				r<=1;
			else 
				r<=r+1;
		end
	end
endmodule
module C_CarLED (
    input clk,
    input swL,swR,
    output ledL,ledR
);
    wire clk1Hz;
    DivideClk u_DivideClk(clk,1'b1,clk1Hz);
    assign ledL = swL&clk1Hz;
    assign ledR = swR&clk1Hz;
endmodule
module CarLED (
    input clk,
    input [3:0] swI,
    output [5:0] rgbO,
    output [7:0] ledO
);
    wire ledL,ledR,ledErr;
    C_CarLED u1(clk,swI[3],swI[0],ledL,ledR);
    assign ledErr = ledL&ledR;
    wire ledL_n,ledR_n,ledErr_n;
    assign {ledL_n,ledR_n,ledErr_n} = ~{ledL,ledR,ledErr};
    assign rgbO = {ledL_n,2'b11,ledR_n,2'b11};
    assign ledO = {ledL_n|ledErr,2'b11,ledErr_n,ledErr_n,2'b11,ledR_n|ledErr}; 
endmodule
module Breath (
    input clk,
    input btn,
    output [5:0] rgbO
);
    reg led2Enable_n=0;
    always @(negedge btn) led2Enable_n = ~led2Enable_n;
    wire ledR,ledG,ledB;
    BreathLED#(0) uR(clk,ledR);
    BreathLED#(682) uG(clk,ledG);
    BreathLED#(1365) uB(clk,ledB);
    assign rgbO = {ledR,ledG,ledB,ledR|led2Enable_n,ledG|led2Enable_n,ledB|led2Enable_n};
endmodule
module Week12 (
    input clk,
    input [3:0] swI,
    input [7:0] keyI,
    output [5:0] rgbO,
    output [7:0] ledO
);
    wire swLED = swI[1];
    wire [5:0] rgbOCar;
    wire [7:0] ledOCar;
    CarLED u1(clk,swI,rgbOCar,ledOCar);
    wire [5:0] rgbOBreath;
    Breath u2(clk,keyI[0],rgbOBreath);
    assign rgbO = swLED?rgbOBreath:rgbOCar;
    assign ledO = swLED?8'hff:ledOCar;
endmodule
==> results.sh <==
# implementation run metrics
export IMPL_status="finished clean"
export IMPL_highest_layer="met3"
export IMPL_edf_count=0
export IMPL_top_cell="dfxtp_1"
export IMPL_cp_top_family="buffers and inverters"
export IMPL_worstPathArrival_ns=1.97
export IMPL_final_setup_worst_slack_ns=0.9850
export IMPL_wl_per_cell_um=11.03
export IMPL_cts_setup_buffers=0
export IMPL_dieArea_um2=9409
export IMPL_worstSetupPathType="input pin to output port"
export IMPL_clk_path_buf_depth=2
export IMPL_crit_fanout=3
export IMPL_ios=19
export IMPL_hold_violations=0
export IMPL_grt_pass1_vias=968
export IMPL_cp_num_buf_inv=2
export IMPL_p_clk_frac=0.372
export IMPL_crit_path_end_kind="output port"
export IMPL_wl_met2_um=1050
export IMPL_worst_pin_slew_ns=0.6469
export IMPL_synth_area_um2=1289
export IMPL_async_reset_ff_frac=0
export IMPL_yosysTopAreaCell="dfxtp_1"
export IMPL_antennaDiodeCount=0
export IMPL_die_x_um=97
export IMPL_overflow=0
export IMPL_slowest_delay_ns=0.49
export IMPL_switching_share=0.1960
export IMPL_place_ws_ns=0.9726
export IMPL_crit_required_ns=2.96
export IMPL_path_clk_slew_ns=0.09
export IMPL_synthCells=148
export IMPL_clkSinkCount=25
export IMPL_drive_above_1_share=0.07097
export IMPL_avgViaCountPerCell=4.344
export IMPL_cts_htree_levels=1
export IMPL_common_cells="25 x dfxtp_1, 12 x buf_4, 11 x nand3_1, 11 x nor2_1, 11 x xnor2_1"
export IMPL_vias=986
export IMPL_rsz0062_at_grt="false"
export IMPL_skew_ns=0.003925
export IMPL_worst_r2r_path_depth=5
export IMPL_drv_slew=0
export IMPL_start_kind="input pin"
export IMPL_postLayoutCoreUtil=0.2553
export IMPL_synth_chip_area_um2=1289
export IMPL_initCoreUtil=0.2284
export IMPL_power_w=0.0004323
export IMPL_gp_congestion=0.8975
export IMPL_drc=0
export IMPL_max_freq_mhz=368.3
export IMPL_wl_met3_um=150
export IMPL_slew_headroom=0.5652
export IMPL_cts_hold_buf=0
export IMPL_topCellsByArea="dfxtp_1 39%, xnor2_1 7.5%, buf_4 7.0%, nand4_1 4.4%, nand3_1 4.3%"
export IMPL_wl_met1_um=1304
export IMPL_ys_types=34
export IMPL_p_int_w=0.0003476
export IMPL_place_hpwl_um=1889
export IMPL_cts_resized=0
export IMPL_fin_crit_ns=2.715
export IMPL_pwr_share_comb=0.007
export IMPL_r2r_slack_ns=1.85
export IMPL_r2r_end="u1.u_DivideClk.r[16]"
export IMPL_initialDrtViolationCount=91
export IMPL_seq_power_share=0.622
export IMPL_drtAntennaViolNets=0
export IMPL_grtUsageTotal=0.05354
export IMPL_hold_class="register to register"
export IMPL_clock_latency_ns=0.27
export IMPL_yosysSeqAreaShare=0.3883
export IMPL_synth_warnings=1
export IMPL_ir_drop_v=0.0001683
export IMPL_syn_to_final_growth_pct=11.75
export IMPL_ff_type="dfxtp_1"
export IMPL_holdPathEnd="u1.u_DivideClk.r[0]"
export IMPL_path_cells="clkdlybuf4s50_1, nand2_1, or2_2, clkdlybuf4s50_1"
export IMPL_avgSynthCellArea_um2=8.708
export IMPL_warnings=28
export IMPL_die_y_um=97
export IMPL_fin_crit_sh=0.7338
export IMPL_cts_tree="done"
export IMPL_whs_path_depth=1
export IMPL_cts_root_buf="clkbuf_8"
export IMPL_crit_path_frequent_cell="clkdlybuf4s50_1"
export IMPL_power_density_nw_per_um2=300.2
export IMPL_rows=27
export IMPL_tns_ns=0
export IMPL_dr_pass1_iters=4
export IMPL_setup_violations=0
export IMPL_antenna_found_initial=0
export IMPL_ys_ff=25
export IMPL_cp_slowest_cell="clkdlybuf4s50_1"
export IMPL_ys_cells=148
export IMPL_grt_max_degree=14
export IMPL_grt_first_pass_wirelength_um=4498
export IMPL_synth_top_area_share=0.3883
export IMPL_drv_cap=0
export IMPL_p_switching_w=0.00008474
export IMPL_core_um2=5642
export IMPL_wirelength_um=2504
export IMPL_p_leak_nw=0.4652
export IMPL_hold_start="u1.u_DivideClk.r[0]"
export IMPL_io_buffers=8
export IMPL_cts_inserted_buffers=3
export IMPL_rr_startpoint="u1.u_DivideClk.r[0]"
## state kept, by name, summed over array words and instances (netlist names)
name,count
u1.u_DivideClk.clkO,1
u1.u_DivideClk.r,24
## through the flow
stage,hold WS [ns],instance area [um^2],std cells
finish,0.4830,1440,227
global route,0.5143,1440,227
CTS,0.4828,1440,227
detailed placement,0.4603,1395,223
global placement,0.4608,1395,223
floorplan,0.4238,1315,155
## power groups by stage
stage	clock, W	sequential, W	combinational, W
6_report	0.000161	0.000269	0.00000297
5_1_grt	0.000182	0.000269	0.00000371
4_1_cts	0.000169	0.000269	0.00000330
## layout by cell type, fill, tap and decap left out, types with 3 or more instances in the layout
master / n
a21oi_1: 5
and3_1: 3
clkbuf_8: 3
clkdlybuf4s50_1: 8
conb_1: 8
dfxtp_1: 25
inv_1: 6
mux2i_1: 3
nand2_1: 9
nand3_1: 11
nand4_1: 9
nor2_1: 11
nor3_1: 5
o21ai_0: 5
or2_2: 3
xnor2_1: 11
xor2_1: 5
## cell type report
cell class / instances / area (um^2)
clock buffers: 4 / 45.04
fillers: 610 / 4202
multi-input cells: 112 / 701.9
well taps: 72 / 90.09
repair buffers: 8 / 80.08
inverters: 6 / 22.52
flip-flops and latches: 25 / 500.5
## per-layer routing
| layer | vias to the layer above | GRT usage |
|---|---|---|
| met5 | - | 0 |
| met4 | 0 | 0.003382 |
| met3 | 0 | 0.01791 |
| met2 | 20 | 0.07975 |
| met1 | 442 | 0.07642 |
| li1 | 524 | - |
## worst max path at each step
stage	startpoint	to	cells after the start
4_1_cts	swI[0]	ledO[0]	4
5_1_grt	swI[3]	ledO[7]	4
6_report	swI[0]	ledO[0]	4
## kinds of logic after synthesis
family	synth area share
xor+xnor	0.1087
simple gates	0.3000
mux	0.02330
compound gates	0.06990
fa+ha+maj	0.01941
other cells	0.002910
buf+inv	0.08738
flops	0.3883
Power figures rest on the tool's default switching activity, not on a simulated workload.
